<file path="config.mk">
export PLATFORM = sky130hd
export DESIGN_NAME = gcd
export DESIGN_NICKNAME = gcd
export VERILOG_FILES = /design/flow/design.v
export SDC_FILE = /design/flow/constraint.sdc
export NUM_CORES = 4
export LEC_CHECK = 1
export CORE_UTILIZATION = 30
</file>
<file path="constraint.sdc">
current_design gcd

set clk_period 6.2
set clk_io_pct 0.2

create_clock -name clk0 -period $clk_period [get_ports {clk}]

set non_clock_inputs [all_inputs -no_clocks]
set_input_delay [expr $clk_period * $clk_io_pct] -clock clk0 $non_clock_inputs
set_output_delay [expr $clk_period * $clk_io_pct] -clock clk0 [all_outputs]
</file>
<file path="design.v">
module gcd(
    input clk,
    input rst,
    input [31:0] ia,
    input [31:0] ib,
    output reg [31:0]result
);
    reg [2:0] curr_state;
    reg [2:0] next_state;
    reg [31:0] a, b;
    reg [31:0] na, nb;
    reg [31:0] nresult;
    always @ (posedge clk)
    begin
        if(rst)
            curr_state <= 3'b000;
        else
            curr_state <= next_state;
    end
    always @ (posedge clk)
    begin
        a <= na;
        b <= nb;
        result <= nresult;
    end
    always @ (*)
    begin
        na = a;
        nb = b;
        nresult = result;
        case (curr_state)
        3'b011: nresult = a;
        3'b001: begin
            na = ia;
            nb = ib;
        end
        3'b110: begin
            na = a - b;
        end
        3'b111:begin
            nb = b - a;
        end
        endcase
    end
    always @ (*)
    begin
        case(curr_state)
        3'b000:
            next_state = 3'b001;
        3'b001:
            next_state = 3'b010;
        3'b010: 
            if ( a != b )
                next_state = 3'b101;
            else
                next_state = 3'b011;
        3'b101:
            if (a > b)
                next_state = 3'b110;
            else
                next_state = 3'b111;
        3'b110:
            next_state = 3'b010;
        3'b111:
            next_state = 3'b010;
        3'b011:
            next_state = 3'b100;
        3'b100:
            next_state = 3'b100;
        endcase
    end
endmodule
</file>
<file path="run.sh">
#!/bin/bash
# OpenROAD 26Q1-2900-gdf79404cd8, Yosys 0.63+post, stock flow scripts
make -C /OpenROAD-flow-scripts/flow DESIGN_CONFIG=/design/flow/config.mk WORK_HOME=/design/flow/orfs finish
</file>
==> results.json <==
{
  "yosys_area_mm2": 0.00798,
  "hpwl_um": 20900,
  "rows": 59,
  "cts_hold_buf": 0,
  "path_clk_slew_ps": 70,
  "crit_arrival_ps": 3460,
  "dr_total_vias": 7081,
  "slew_headroom": 0.359,
  "cts_buffer_depth": 2,
  "postSynth.asyncResetShare": 0,
  "ys_ff": 103,
  "worstPathRequired_ps": 6310,
  "ff2ff_setup_slack_ps": 2850,
  "post_cts_buffers": 0,
  "start_kind": "flip-flop",
  "first_iter_violations": 638,
  "grt_use_total": 0.210,
  "cp-end-kind": "flip-flop",
  "dr.pass1.iters": 5,
  "syn_area_mm2": 0.00798,
  "clk_latency_ps": 360,
  "status": "completed",
  "hp-start": "curr_state[0]$_DFF_P_",
  "cpPeakStageDelay_ps": 590,
  "routedWlPerCell_um": 21.0,
  "dpl.cell_count": 1280,
  "grt_overflow": 0,
  "io_pins": 98,
  "antenna_cells": 0,
  "cp_max_fo": 13,
  "chipHeight_um": 165,
  "synth-edff-count": 96,
  "warning_count": 56,
  "final_hold_viol_count": 0,
  "power_density_mw_per_mm2": 189,
  "avgViaCountPerCell": 5.47,
  "cts.repair.resized": 0,
  "r2r-start": "a[10]$_DFFE_PP_",
  "slew_viol_final": 0,
  "r2r_end": "b[28]$_DFFE_PP_",
  "cts_buffers": 9,
  "chipArea_mm2": 0.0272,
  "ys_cells": 886,
  "whs_path_depth": 1,
  "setup_tns_ps": 0,
  "fin_cells": 1295,
  "setup_viol": 0,
  "grt_pass1_vias": 6696,
  "place.port_buffers": 97,
  "fin_crit_ps": 3350,
  "path_class": "flip-flop to flip-flop",
  "cp_cell_sequence": "inv_1, ha_1, nand4_1, or2_1, nor3_2, o21bai_1, a21o_1, a31o_1",
  "worst_pin_slew_ps": 960,
  "synthToLayoutAreaGrowth_pct": 18.8,
  "rsz0062_at_grt": "no",
  "ys.flop_type": "edfxtp_1",
  "routabilityCongestion": 0.964,
  "fp_util": 0.306,
  "grt_max_degree": 39,
  "synth_seq_share": 0.379,
  "cts-root-buf": "clkbuf_16",
  "drv_cap": 0,
  "synth.avg_cell_area_um2": 9.00,
  "yosysWarnings": 1,
  "cts_tree": "done",
  "final.period_utilization": 0.541,
  "vdd_drop_max_mv": 0.104,
  "fillers": 2588,
  "min_to": "curr_state[4]$_DFF_P_",
  "hold_path.class": "flip-flop to flip-flop",
  "clock.fmax_ghz": 0.298,
  "die_x_um": 165,
  "cts.htree.levels": 3,
  "routed_wl_um": 27200,
  "netlist_instances": 886,
  "r2r_cells": 8,
  "grt_pass1_wl_um": 40700,
  "synth_cell_types": 70,
  "core-area_mm2": 0.0261,
  "critPathSlowestCell": "ha_1",
  "cts.sinks": 103,
  "skew_ps": 8.68,
  "drive_gt1_frac": 0.0552,
  "p_leak_nw": 3.60,
  "ant_nets": 0,
  "drc": 0,
  "antenna_found_initial": 0
}
[worst max path at each step]
stage / from / to / slack (ps) / cells after the start
6_report: a[10]$_DFFE_PP_ / b[28]$_DFFE_PP_ / 2850 / 8
4_1_cts: a[10]$_DFFE_PP_ / b[28]$_DFFE_PP_ / 2960 / 8
5_1_grt: a[7]$_DFFE_PP_ / a[30]$_DFFE_PP_ / 2670 / 8
[cell type report]
| type | count | area (um^2) | area share |
|---|---|---|---|
| inverters | 77 | 289 | 0.0305 |
| clock inverters | 4 | 23.8 | 0.00251 |
| clock buffers | 11 | 233 | 0.0246 |
| flip-flops and latches | 103 | 3020 | 0.319 |
| multi-input cells | 661 | 4470 | 0.471 |
| repair buffers | 104 | 1020 | 0.108 |
| well taps | 335 | 419 | 0.0442 |
[registers in the layout, indices dropped and copies added, names as in the netlist]
register / count
curr_state: 7
result: 32
b: 32
a: 32
[Yosys cell counts (18+ instances only)]
cell type / number / share of area
edfxtp_1: 96 / 0.36
nand2_1: 89 / 0.042
a21oi_1: 84 / 0.053
inv_1: 76 / 0.036
ha_1: 63 / 0.099
nor2_1: 55 / 0.026
o21ai_0: 40 / 0.025
clkbuf_1: 30 / 0.014
nor3_1: 24 / 0.015
nand4_1: 21 / 0.016
a21o_1: 20 / 0.019
mux2_2: 19 / 0.027
o31ai_1: 18 / 0.017
[through the flow]
stage	hold slack, ps	worst slack (ps)	utilization	total power [mW]	area (um^2)
after floorplan	414	3700	-	1.11	7980
after global placement	418	2960	0.354	1.27	9220
after detailed placement	423	2980	0.354	1.27	9220
after CTS	438	2960	0.364	1.80	9480
after global routing	466	2670	0.364	1.87	9480
final	438	2850	0.364	1.79	9480
[layer usage]
| layer | share of wire | track usage |
|---|---|---|
| met1 | 0.47 | 0.331 |
| met2 | 0.43 | 0.310 |
| met3 | 0.071 | 0.0349 |
| met4 | 0.027 | 0.0488 |
| met5 | 0 | 0 |
[where the power goes]
part | switching [mW] | internal, mW
registers | 0.0157 | 0.788
logic | 0.287 | 0.174
clock network | 0.262 | 0.269
[worst max-delay path: cells and delay by family (launching register included)]
family	cells	cell delay, ps
buf+inv	1	60
simple gates	3	1410
flops	1	390
compound gates	3	640
fa+ha+maj	1	590
[cells by family (layout without fill, tap and decap cells)]
| logic type | after synthesis | count (layout) | synth area share |
|---|---|---|---|
| fa+ha+maj | 65 | 65 | 0.104 |
| simple gates | 274 | 274 | 0.170 |
| xor+xnor | 20 | 20 | 0.0220 |
| flops | 103 | 103 | 0.379 |
| mux | 24 | 24 | 0.0337 |
| buf+inv | 122 | 196 | 0.0612 |
| compound gates | 278 | 278 | 0.231 |
[cell usage in the layout (no fill, tap or decap), drive strengths merged, types with 13 or more instances in the layout]
cell           instances
o21bai                13
inv                   76
edfxtp                96
nor3                  26
nor2                  55
ha                    63
a21o                  21
o21ai                 54
a21oi                 85
nand3                 17
nand2                 89
mux2                  20
o31ai                 18
xnor2                 15
nand4                 21
clkdlybuf4s50         97
o21a                  17
No activity file was given, so power comes from the tool's default toggle rates.
