--- flow/design.v ---
module lcm(
    input clk,
    input rst,
    input [31:0] ia,
    input [31:0] ib,
    output reg [31:0]result
);
    reg [3:0] curr_state;
    reg [3:0] next_state;
    reg [31:0] a,b,lcm,step;
    reg [31:0] na,nb,nlcm,nstep;
    reg [31:0] nresult;
    always @ (posedge clk)
    begin
        if(rst)
            curr_state <= 4'b0000;
        else
            curr_state <= next_state; 
    end
    always @ (posedge clk)
    begin
        a <= na;
        b <= nb;
        lcm <= nlcm;
        step <= nstep;
        result <= nresult;
    end
    always @ (*)
    begin
        na = a;
        nb = b;
        nlcm = lcm;
        nstep = step;
        nresult = result;
        case(curr_state)
        4'b0001: begin
            na = ia;
            nb = ib;
            nlcm = lcm;
            nstep = step;
            nresult = result;
        end
        4'b0011: begin
            nlcm = a;
            nstep = a;
        end
        4'b0100: begin
            nlcm = b;
            nstep = b;
        end
        4'b1000: begin
            nlcm = nlcm + nstep;
        end
        4'b0111: nresult = nlcm;
        endcase
    end
    always @ (*)
    begin
        case(curr_state)
        4'b0000:
            next_state = 4'b0001;
        4'b0001:
            next_state = 4'b0010;
        4'b0010: 
            if(a > b)
                next_state = 4'b0011;
            else
                next_state = 4'b0100;
        4'b0011:
            next_state = 4'b0110;
        4'b0100:
            next_state = 4'b0110;
        4'b0110:
            next_state = 4'b0101;
        4'b0101:
            if ((nlcm%a)==0 && (lcm%b==0))
                next_state = 4'b0111;
            else
                next_state = 4'b1000;
        4'b0111: 
            next_state = 4'b1001;
        4'b1000:
            next_state = 4'b0110;
        4'b1001:
            next_state = 4'b1001;
        endcase
    end
endmodule
--- flow/run.sh ---
#!/bin/bash
# OpenROAD 26Q1-2900-gdf79404cd8, Yosys 0.63+post, stock flow scripts
make -C /OpenROAD-flow-scripts/flow DESIGN_CONFIG=/design/flow/config.mk WORK_HOME=/design/flow/orfs finish
--- flow/config.mk ---
export PLATFORM = sky130hd
export DESIGN_NAME = lcm
export DESIGN_NICKNAME = lcm
export VERILOG_FILES = /design/flow/design.v
export SDC_FILE = /design/flow/constraint.sdc
export NUM_CORES = 4
export LEC_CHECK = 1
export CORE_UTILIZATION = 50
--- flow/constraint.sdc ---
current_design lcm

set clk_period 10.0
set clk_io_pct 0.2

create_clock -name clk0 -period $clk_period [get_ports {clk}]

set non_clock_inputs [all_inputs -no_clocks]
set_input_delay [expr $clk_period * $clk_io_pct] -clock clk0 $non_clock_inputs
set_output_delay [expr $clk_period * $clk_io_pct] -clock clk0 [all_outputs]
==> notes.md <==
Notes on the physical implementation.

- The floorplan report gives the top-level pin count as 98.
- The fraction of registers with async set/reset is 0%, for reference.
- The most critical setup path has its startpoint at lcm[6].
- The largest net degree at the start of global routing is 52, for reference.
- The average size of a mapped cell is 6.92 um2, for reference.
- At the end of routability-driven placement, the weighted congestion stood at 1.12.
- The critical-path maximum fanout is 9, for reference.
- The y dimension of the die is 385 um, for reference.
- The post-route fraction of the period consumed by the critical path is 38.0%, for reference.
- No sink is reached through more buffers than the 2 on the longest clock path.
- The total setup violations reported at the end of the flow is 0, for reference.
- The chip area in the Yosys report is 73300 um2, for reference.
- The most common logic cells in the final layout are 1278 x nand2_1, 1122 x ha_1, 1019 x nor2_1.
- The cell area after technology mapping is 73300 um2, for reference.
- For this run, the total global-route usage over all layers was measured as 45.8%.
- TritonCTS built the clock tree.
- The total global routing overflow is 0, for reference.
- The worst setup path category is flop to flop, for reference.
- The clock tree root buffer cell is clkbuf_16, for reference.
- In this run the critical register-to-register path is launched from lcm[6].
- Row generation in the floorplan step produced 140 rows.
- The number of setup buffers added after CTS is 0.
- Across the routed clock network, the largest skew measured is 19.6 ps.
- For reference, compound AND-OR and OR-AND cells occupy 33.9% of the area reported after synthesis.
- The via total after detailed routing is 86.3k, for reference.
- At the pin with the least slew margin, the transition time is 1090 ps.
- After Yosys synthesis, and, or, nand and nor cells account for 25.8% of the synthesized area.
- The post-route setup TNS is 0 ps, for reference.
- The clock-pin slew of the registers on the worst-case setup and hold paths is 80 ps, for reference.
- For reference, XOR and XNOR gates occupy 8.78% of the area reported after synthesis.
- The first global-routing pass estimated 500000 um of wire.
- In the final layout, the share of cells above drive strength 1 is 6.01%.
- Gates resized during post-CTS repair numbered 0.
- The number of global-route vias before repair is 77.6k, for reference.
- The worst register-to-register path has a setup slack of 6200 ps.
- From synthesis to final layout, the design area changed by 6.11%.
- The non-filler instance count after layout is 12.5k, for reference.
- Detailed placement finished with a half-perimeter wire length of 278000 um.
- Counting only logic cells after layout, the most numerous master is nand2_1.
- The maximum operating frequency is 263 MHz, for reference.
- The met3 routed wirelength is 40700 um, for reference.
- In this run, synthesis inferred 128 flip-flops with an integrated enable.
- Hold-check failures listed in the final report amount to 0.
- The number of nets with antenna violations after detailed routing is 0, for reference.
- The gate count of the mapped netlist is 10.6k, for reference.
- The power density of the placed cells is 118 nW/um2, for reference.
- The placeable core region is 146000 um2, for reference.
- The time the worst path needs with I/O delays and setup is 3800 ps, for reference.
- The met1 wire length is 136000 um, for reference.
- The dominant combinational cell family by area after synthesis is AND-OR/OR-AND gates, for reference.
- The remaining routing DRC violations is 0, for reference.
- Listed in order, past its start point the critical path passes ha_1 -> a21oi_1 -> o22ai_1 -> o211ai_1 -> a21oi_1 -> o211a_1 -> or3b_2.
- The number of cells on the worst reg-to-reg path is 7, for reference.
- The deepest level of the CTS H-tree is 4, for reference.
- According to the floorplan report, the total die area is 148000 um2.
- The critical register-to-register path endpoint is lcm[31], for reference.
- 4 endpoints have no timing constraint.
- The uppermost layer routed is met5, for reference.
- The arithmetic-cell share of the synthesized area counting full adders, half adders and majority gates is 19.2%, for reference.
- The horizontal die dimension reported for this design is 385 um.
- The number of violations of the max-capacitance limit is 0, for reference.
- The data arrival time of the critical path is 4190 ps, for reference.
- The count of warnings emitted by yosys is 1, for reference.
- In this design, the critical path's most frequently occurring cell is a21oi_1.
- The synth_stat.txt file lists the number of cells as 10.6k.
- The endpoint kind of the worst setup timing path is a flop, for reference.
- Across the VDD grid, the largest voltage drop is 0.118 mV.
- STA reports the tightest min-delay check as being of type flop to flop.
- The standard cell with the maximum stage delay on the critical path is dfxtp_1, for reference.
- The timer found 4 register pins that no clock reaches; their paths are not timed.
- The total clock buffers created by CTS is 17, for reference.
- On the final layout, the worst hold slack is 583 ps.
- OpenROAD emitted warnings numbering 28.
- The delay of the slowest cell on the worst path is 800 ps, for reference.
- The flow ran to the end, and the final reports show no timing, DRC or antenna violations.
- The startpoint type of the worst setup path is a flop, for reference.
- The DRC marker count from the first detailed-route iteration is 9366, for reference.
- The routed design shows a via density per instance of 6.89.
- For this run, the leading register cell type out of synthesis is edfxtp_1.
- The routed length on met2 is 141000 um, for reference.
- At the later pin of the worst-skew pair, clock insertion delay measures 530 ps.
- The OpenROAD report gives the critical path a required time of 10390 ps.
- The number of antenna violations at the first check in global routing came to 8.
- The tally of filler cells in the layout is 13.9k, for reference.
- Input and output buffers added on the ports amount to 97.
- The endpoint of the worst setup timing path is lcm[31], for reference.
- The reported leakage power is 34.8 nW, for reference.
- The final number of max-transition violations is 0, for reference.
- Setup slack closes at 6200 ps.
- The routed length per instance is 27.5 um, for reference.
- Summed over all layers, the routed wires come to 345000 um.
- In the synthesized netlist, mux cells make up 2.03% of the area.
- The number of detailed-routing iterations run before antenna repair is 7, for reference.
- In this run, placement finished with an instance count of 12.5k.
- The number of buffers inserted by hold repair at cts is 0, for reference.
- The relative max-transition margin is 26.8%, for reference.
- The worst slack at placement is 6320 ps, for reference.
- Setup repair after global routing left no endpoint under its margin.
- The synthesis stat section lists a flop and latch total of 168.
- The pre-placement core utilization is 50.4%, for reference.
- The count of cell types in the netlist is 118, for reference.
## cells by family after synthesis
kind of cell    Yosys count
flops                   164
buf+inv                 737
xor+xnor                735
compound gates         3706
fa+ha+maj              1125
mux                     138
simple gates           3981
latches                   4
## how the worst min path moves through the flow
stage,end,depth (start not counted),from
after global routing,result[29],0,lcm[29]
after CTS,result[29],0,lcm[29]
final,result[29],0,lcm[29]
## synth_stat cells, types with 107 or more instances
| library cell | count | area, um2 |
|---|---|---|
| nand2b_1 | 112 | 701 |
| a21o_1 | 320 | 2400 |
| clkbuf_1 | 253 | 950 |
| a211oi_1 | 138 | 1040 |
| a21oi_1 | 912 | 4560 |
| o21a_1 | 268 | 2010 |
| inv_1 | 397 | 1490 |
| a31oi_1 | 187 | 1170 |
| nand4_1 | 130 | 813 |
| nand2_1 | 1278 | 4800 |
| xnor2_1 | 450 | 3940 |
| edfxtp_1 | 128 | 3840 |
| or3_1 | 114 | 713 |
| nand3_1 | 306 | 1530 |
| xor2_1 | 285 | 2500 |
| o21bai_1 | 107 | 803 |
| nor2b_1 | 109 | 682 |
| nor2_1 | 1021 | 3830 |
| ha_1 | 1122 | 14000 |
| o21ai_0 | 662 | 3310 |
| o211ai_1 | 153 | 1150 |
| nor3_1 | 320 | 1600 |
| or2_2 | 119 | 744 |
## report_power, final
group          switching (mW)  internal [mW]  leakage [nW]
clock network           0.381          0.334         0.287
registers              0.0807          0.763          1.51
logic                    4.71           2.90          33.0
## critical path: cells and delay by family, from the launching register on
kind,cells,cell delay [ps]
fa+ha+maj,1,420
compound gates,5,1940
flops,1,800
simple gates,1,480
## layout make-up
| type | instances | area (um2) | area share [%] |
|---|---|---|---|
| Timing Repair Buffer | 319 | 2640 | 3.39 |
| Clock buffer | 17 | 425 | 0.547 |
| Tap cell | 1917 | 2400 | 3.08 |
| Multi-Input combinational cell | 9685 | 66000 | 84.9 |
| Sequential cell | 168 | 4620 | 5.95 |
| Clock inverter | 15 | 163 | 0.209 |
| Inverter | 398 | 1490 | 1.92 |
| Antenna cell | 4 | 10.0 | 0.0129 |
## routing by layer
layer	vias up	global-route usage (%)
li1	40100	-
met4	14	27.9
met3	1164	12.1
met1	39800	60.6
met5	-	1.33
met2	5199	66.7
## state kept, by name (all words and copies together), names as in the netlist
signal      flops
step           32
b              32
next_state      4
curr_state      4
a              32
lcm            32
result         32
## per-stage QoR
| step | total power, mW | area (um2) | utilization [%] |
|---|---|---|---|
| 6_report | 9.17 | 77800 | 53.4 |
| 5_1_grt | 9.81 | 77800 | 53.4 |
| 4_1_cts | 8.94 | 77800 | 53.4 |
| 3_5_place_dp | 8.18 | 77200 | 53.0 |
| 3_3_place_gp | 8.15 | 77200 | 53.0 |
| 2_1_floorplan | 6.25 | 73300 | - |
Power and IR drop assume default switching activity.
