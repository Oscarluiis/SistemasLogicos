File: /design/flow/run.sh
#!/bin/bash
# OpenROAD 26Q1-2900-gdf79404cd8, Yosys 0.63+post, stock flow scripts
make -C /OpenROAD-flow-scripts/flow DESIGN_CONFIG=/design/flow/config.mk WORK_HOME=/design/flow/orfs finish
File: /design/flow/config.mk
export PLATFORM = sky130hd
export DESIGN_NAME = square
export DESIGN_NICKNAME = square
export VERILOG_FILES = /design/flow/design.v
export SDC_FILE = /design/flow/constraint.sdc
export NUM_CORES = 4
export LEC_CHECK = 1
export CORE_UTILIZATION = 50
File: /design/flow/constraint.sdc
current_design square

set clk_period 19.2
set clk_io_pct 0.2

create_clock -name clk0 -period $clk_period [get_ports {clk}]

set non_clock_inputs [all_inputs -no_clocks]
set_input_delay [expr $clk_period * $clk_io_pct] -clock clk0 $non_clock_inputs
set_output_delay [expr $clk_period * $clk_io_pct] -clock clk0 [all_outputs]
File: /design/flow/design.v
module square(
    input clk,
    input rst,
    input [31:0] ix,
    input [31:0] in,
    output reg [31:0]result
);
    reg [3:0] curr_state;
    reg [3:0] next_state;
    reg [31:0] x, y, n;
    reg [31:0] nx, ny, nn;
    reg [31:0] nresult;
    always @ (posedge clk)
    begin
        if(rst)
            curr_state <= 4'b0000;
        else
        curr_state <= next_state; 
    end
    always @ (posedge clk)
    begin
        x <= nx;
        y <= ny;
        n <= nn;
        result <= nresult;
    end
    always @ (*)
    begin
        nx = x;
        ny = y;
        nn = n;
        nresult = result;
        case (curr_state)
            4'b0001: nresult = 32'd1;
            4'b0010: begin
                nx = ix;
                ny = 1;
                nn = in;
            end
            4'b0101: begin
                nx = x * x;
                nn = n >> 1;
            end
            4'b0110: begin
                ny = x * y;
                nx = x * x;
                nn = (n - 1) >> 1;
            end
            4'b0111: nresult = x * y;
        endcase
    end
    always @ (*)
    begin
        case (curr_state)
        4'b0000:
            if(in == 32'd0)
                next_state = 4'b0001;
            else
                next_state = 4'b0010;
        4'b0001:
            next_state = 4'b1000;
        4'b0010:
            next_state = 4'b0011;
        4'b0011:
            if(n > 32'd1)
                next_state = 4'b0100;
            else
                next_state = 4'b0111;
        4'b0100:
            if(n[0] == 1'b0)
                next_state = 4'b0101;
            else
                next_state = 4'b0110;
        4'b0101:
            next_state = 4'b0011;
        4'b0110:
            next_state = 4'b0011;
        4'b0111:
            next_state = 4'b1000;
        4'b1000:
            next_state = 4'b1000;
        endcase   
    end
endmodule
==> results.py <==
# Auto-generated metrics
metrics = {
    "die": {
        "die_y_um": 266,
        "core_um2": 68800,
        "io_pins": 98,
        "die_w_um": 266,
        "core_util_floorplan_pct": 50.7,
        "fp.dieArea_um2": 70900,
        "num_rows": 96,
    },
    "timing": {
        "clock_skew_ns": 0.0165,
        "hold_violations": 0,
        "setup_tns_ns": 0,
        "finalWorstSetupSlack_ns": 11.27,
        "untimed_endpoints": 4,
        "slew_viol_final": 0,
        "rsz0062_at_grt": "false",
        "finalSetupViolCount": 0,
        "fin_crit_ns": 7.93,
        "finalClockPeriodUsage_pct": 41.3,
        "max_slew_margin_pct": 36.8,
        "tightest_slew_ns": 0.948,
        "timing.fmax_ghz": 0.126,
        "unclocked_pins": 4,
        "holdWs_ns": 0.580,
    },
    "logic_synthesis": {
        "mappedNetlistArea_um2": 34900,
        "yosys_cells": 3676,
        "edf_count": 128,
        "ys_dominant_reg_cell": "edfxtp_1",
        "yosys_warnings": 1,
        "synth_async_sr_flop_share_pct": 0,
        "yosysUniqueCellTypes": 62,
        "synth-seq-cells": 136,
        "avgSynthCellArea_um2": 9.50,
        "syn_inst": 3676,
        "synth_chip_area_um2": 34900,
    },
    "clock_network": {
        "cts_setup_buffers": 0,
        "clk_pin_slew_ns": 0.07,
        "cts_root_buf": "clkbuf_16",
        "cts_resized": 0,
        "htree_levels": 4,
        "cts_buffers": 17,
        "cts_tree": "done",
        "cts_buffer_depth": 2,
        "cts_hold_buf": 0,
        "clock_latency_ns": 0.45,
    },
    "worst_setup_path": {
        "cpMaxStageDelayCell": "edfxtp_1",
        "worstPathArrival_ns": 8.12,
        "worstPathRequired_ns": 19.39,
        "critPathMaxFanout": 20,
        "end_kind": "flip-flop",
        "path_class": "flip-flop to flip-flop",
        "path_buffers": 5,
        "cp_cell_sequence": "buf_4 -> and2_1 -> fa_1 -> fa_1 -> inv_1 -> fa_1 -> fa_1 -> inv_1 -> fa_1 -> fa_1 -> inv_1 -> fa_1 -> fa_1 -> inv_1 -> ha_1 -> a21o_1 -> a21o_1 -> a311o_1 -> a22oi_1 -> o21ai_1 -> o41ai_1 -> o21ai_1 -> xnor2_1 -> nor2_1",
        "crit_top_cell": "fa_1",
        "max_stage_delay_ns": 0.73,
        "crit_family": "adder cells",
        "r2r_slack_ns": 11.27,
        "startpoint_type": "flip-flop",
    },
    "grt": {
        "met3_usage_pct": 12.3,
        "grt_max_degree": 65,
        "grt_pass1_wl_mm": 143,
        "grtUsageMet2_pct": 41.6,
        "grtUsageMet1_pct": 44.2,
        "busiest_layer": "met1",
        "grt_use_total_pct": 28.7,
        "grt_overflow": 0,
        "grt_pass1_vias": 26119,
        "grt_antenna_before_repair": 0,
    },
    "routing": {
        "routed_wl_mm": 86.4,
        "via_per_inst": 5.08,
        "drt_iter0_drc": 923,
        "drc": 0,
        "num_antenna_cells": 0,
        "vias": 23456,
        "wl_per_cell_um": 18.7,
        "drtPass1Iterations": 5,
        "ant_nets": 0,
    },
    "finish": {
        "drive_gt1_share_pct": 2.93,
        "syn2layout_area_growth_pct": 7.16,
        "fin_util_pct": 54.4,
    },
    "placement": {
        "preCtsSetupSlack_ns": 11.31,
        "dp_hpwl_mm": 67.2,
        "routabilityCongestion": 0.924,
        "io_buffers": 97,
    },
    "outcome": {
        "status": "finished clean",
    },
    "min_path": {
        "hold_class": "flip-flop to flip-flop",
    },
    "flow_run": {
        "maxCapViolCount": 0,
        "log.warning_count": 37,
    },
}
## synth_stat cells, drive strengths merged (3+ instances only)
master	n	share of area (%)
clkbuf	165	1.8
ha	257	9.2
nor3	24	0.36
nor3b	3	0.064
dfxtp	4	0.23
o21bai	7	0.15
and3	9	0.16
dlxtn	4	0.17
o31ai	7	0.15
o31a	4	0.10
and2	461	8.3
nand3	9	0.13
o311ai	3	0.075
a311o	3	0.086
nand2	403	4.3
xor2	49	1.2
a211oi	8	0.19
buf	8	0.090
o21a	7	0.15
or2	7	0.13
nor2b	12	0.22
a31oi	9	0.16
o21ai	70	1.0
a21o	20	0.43
xnor2	94	2.4
a21oi	76	1.1
a221o	12	0.34
or3	7	0.15
nor4	13	0.23
nor2	127	1.4
a22oi	5	0.11
fa	772	44
o211ai	9	0.19
inv	836	9.0
a222oi	3	0.086
a31o	4	0.10
nand2b	7	0.13
edfxtp	128	11
nand4	7	0.13
## cells in the final DEF, fill, tap and decap left out, types with 9 or more instances in the layout
cell type	n
clkdlybuf4s50_1	97
nand2_1	403
and2_1	461
clkbuf_16	17
inv_1	835
fa_1	772
edfxtp_1	128
nand3_1	9
o21ai_0	49
a21oi_1	75
nor4_1	13
nor2_1	125
nor3_1	23
o211ai_1	9
a31oi_1	9
xnor2_1	94
buf_4	56
a221o_1	12
xor2_1	49
o21ai_1	21
a21o_1	20
ha_1	257
nor2b_1	12
and3_1	9
## flip-flops by register name, indices dropped and copies added (netlist names)
register    cells
result         32
y              32
curr_state      4
x              32
next_state      4
n              32
## worst paths after layout
kind,start,cells past startpoint,endpoint
worst max-delay path,x[16]$_DFFE_PP_,24,y[31]$_SDFFCE_PN0P_
worst min-delay path,n[7]$_DFFE_PP_,1,n[6]$_DFFE_PP_
worst max register to register,x[16]$_DFFE_PP_,24,y[31]$_SDFFCE_PN0P_
worst min register to register,n[7]$_DFFE_PP_,1,n[6]$_DFFE_PP_
## cell type report
cell class              count  area, µm²
repair buffers            154       1410
inverters                 836       3140
clock inverters            15        135
well taps                 931       1160
flip-flops and latches    136       3980
clock buffers              17        425
fillers                  6214      31400
multi-input cells        2531      27200
## worst reg2reg max path, stage by stage, from the launching register on
cell and delay, ns:
edfxtp_1 0.73, buf_4 0.36, and2_1 0.20, fa_1 0.45, fa_1 0.52, inv_1 0.05
fa_1 0.47, fa_1 0.50, inv_1 0.06, fa_1 0.48, fa_1 0.54, inv_1 0.05
fa_1 0.46, fa_1 0.49, inv_1 0.04, ha_1 0.33, a21o_1 0.22, a21o_1 0.19
a311o_1 0.34, a22oi_1 0.19, o21ai_1 0.14, o41ai_1 0.44, o21ai_1 0.16, xnor2_1 0.19
nor2_1 0.06
## kinds of logic (layout without fill, tap and decap cells)
kind of cell,count (synthesis),after routing,share of synthesized area (%)
mux,1,1,0.0287
flops,132,132,11.2
latches,4,4,0.172
xor+xnor,143,143,3.59
compound gates,263,263,4.84
buf+inv,1009,1022,10.9
fa+ha+maj,1029,1029,53.5
simple gates,1095,1095,15.8
## metrics by stage
stage / cells / area (µm²)
floorplan: 3676 / 34900
global placement: 4588 / 36900
detailed placement: 4588 / 36900
CTS: 4620 / 37400
global route: 4620 / 37400
finish: 4620 / 37400
## routing by layer
layer | up-vias | share of wire, %
met3 | 82 | 10
li1 | 10958 | -
met1 | 11551 | 42
met4 | 4 | 1.9
met5 | - | 0.22
met2 | 861 | 46
